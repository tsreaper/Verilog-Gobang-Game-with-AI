File: design/flow/config.mk
export PLATFORM = sky130hd
export DESIGN_NAME = ps2_input
export DESIGN_NICKNAME = ps2_input
export VERILOG_FILES = /design/flow/design.v
export SDC_FILE = /design/flow/constraint.sdc
export NUM_CORES = 4
export LEC_CHECK = 1
export CORE_UTILIZATION = 30
File: design/flow/constraint.sdc
current_design ps2_input

set clk_period 3.2
set clk_io_pct 0.2

create_clock -name clk0 -period $clk_period [get_ports {clk_fast}]
create_clock -name clk1 -period $clk_period [get_ports {clk_slow}]

set non_clock_inputs [all_inputs -no_clocks]
set_input_delay [expr $clk_period * $clk_io_pct] -clock clk0 $non_clock_inputs
set_output_delay [expr $clk_period * $clk_io_pct] -clock clk0 [all_outputs]
File: design/flow/design.v
`timescale 1ns / 1ps
module ps2_input(
    input wire clk_slow,       
    input wire clk_fast,       
    input wire rst,            
    input wire ps2_clk,        
    input wire ps2_data,       
    output wire key_up,        
    output wire key_down,      
    output wire key_left,      
    output wire key_right,     
    output wire key_ok,        
    output wire key_switch     
    );
    wire [8:0] crt_data;     
    reg [1:0] key_up_state, key_down_state, key_left_state,
              key_right_state, key_ok_state, key_switch_state;
    assign key_up = key_up_state[0] & ~key_up_state[1];
    assign key_down = key_down_state[0] & ~key_down_state[1];
    assign key_left = key_left_state[0] & ~key_left_state[1];
    assign key_right = key_right_state[0] & ~key_right_state[1];
    assign key_ok = key_ok_state[0] & ~key_ok_state[1];
    assign key_switch = key_switch_state[0] & ~key_switch_state[1];
    ps2_scan
        scanner(
            .clk(clk_fast),
            .rst(rst),
            .ps2_clk(ps2_clk),
            .ps2_data(ps2_data),
            .crt_data(crt_data)
        );
    always @ (posedge clk_slow or negedge rst)
        if (!rst) begin
            key_up_state <= 2'b0;
            key_down_state <= 2'b0;
            key_left_state <= 2'b0;
            key_right_state <= 2'b0;
            key_ok_state <= 2'b0;
            key_switch_state <= 2'b0;
        end
        else begin
            key_up_state <= {key_up_state[0], crt_data == 9'h175};
            key_down_state <= {key_down_state[0], crt_data == 9'h172};
            key_left_state <= {key_left_state[0], crt_data == 9'h16b};
            key_right_state <= {key_right_state[0], crt_data == 9'h174};
            key_ok_state <= {key_ok_state[0], crt_data == 9'h029};
            key_switch_state <= {key_switch_state[0], crt_data == 9'h014};
        end
endmodule
`timescale 1ns / 1ps
module ps2_scan(
    input wire clk,               
    input wire rst,               
    input wire ps2_clk,           
    input wire ps2_data,          
    output reg [8:0] crt_data     
    );
    reg [1:0] ps2_clk_state;     
    wire ps2_clk_neg;            
    assign ps2_clk_neg = ~ps2_clk_state[0] & ps2_clk_state[1];
    reg [3:0] read_state;
    reg [7:0] read_data;
    reg is_f0, is_e0;
    always @ (posedge clk or negedge rst)
        if (!rst)
            ps2_clk_state <= 2'b0;
        else
            ps2_clk_state <= {ps2_clk_state[0], ps2_clk};
    always @ (posedge clk or negedge rst) begin
        if (!rst) begin
            read_state <= 4'b0;
            read_data <= 8'b0;
            is_f0 <= 1'b0;
            is_e0 <= 1'b0;
            crt_data <= 9'b0;
        end
        else if (ps2_clk_neg) begin
            if (read_state > 4'b1001)
                read_state <= 4'b0;
            else begin
                if (read_state > 4'b0 && read_state < 4'b1001)
                    read_data[read_state - 1] <= ps2_data;
                read_state <= read_state + 1'b1;
            end
        end
        else if (read_state == 4'b1010 && |read_data) begin
            if (read_data == 8'hf0)
                is_f0 <= 1'b1;
            else if (read_data == 8'he0)
                is_e0 <= 1'b1;
            else
                if (is_f0) begin
                    is_f0 <= 1'b0;
                    is_e0 <= 1'b0;
                    crt_data <= 9'b0;
                end
                else if (is_e0) begin
                    is_e0 <= 1'b0;
                    crt_data <= {1'b1, read_data};
                end
                else
                    crt_data <= {1'b0, read_data};
            read_data <= 8'b0;
        end
    end
endmodule
File: design/flow/run.sh
#!/bin/bash
# OpenROAD 26Q1-2900-gdf79404cd8, Yosys 0.63+post, stock flow scripts
make -C /OpenROAD-flow-scripts/flow DESIGN_CONFIG=/design/flow/config.mk WORK_HOME=/design/flow/orfs finish
==> notes.md <==
Power and ir drop
• **Overall Power** 2.41 mW
• **net switching power of the design** 1.00 mW
• **highest ir drop seen on vdd** 0.000535 V
• **sw frac** 0.416
• **cell leakage power** 1.15 nW
• **fraction of power consumed by combinational cells** 0.566
• **Internal Pwr Total** 1.41 mW
• **total power divided by cell area** 927 mW/mm²
• **share of total power in sequential cells** 0.289
• **part of the power in the clock network** 0.145

Placement
• **number of I/O port buffers** 9
• **global placer's final weighted congestion** 0.839
• **instance count after placement with tap cells included** 323
• **final HPWL from detailed placement** 3130 µm

Die
• **Die Span X** 88.6 µm
• **chip footprint** 0.00786 mm²
• **Core Area** 0.00725 mm²
• **FP Rows** 31
• **IO Count** 11
• **initial core utilization** 0.311
• **height of the die** 88.6 µm

STA
• **setup TNS** 0 ns
• **Slew Viols, Final** 0
• **slew at the pin closest to its max-slew limit** 0.546 ns
• **max_slew headroom** 0.626
• **final count of negative-setup-slack endpoints** 0
• **setup repair after global routing missed its margin** false
• **Layout Skew** 0.00649 ns
• **number of failing hold endpoints at the final stage** 0

Global routing
• **maximum number of pins on one net before global-route repair** 28
• **GRT overflow** 0
• **antenna violations before repair** 0
• **number of global-route vias before repair** 1579
• **overall track demand over capacity in global routing** 0.116
• **first-pass GRT wire length** 7200 µm

Synthesis
• **Synthesis Warnings** 2
• **Post-Synthesis Cell Area** 0.00225 mm²
• **sequential area share after synthesis** 0.411
• **library cell occupying the most area in the post-synthesis netlist** sky130_fd_sc_hd__dfrtp_1
• **post-synth top area share** 0.411
• **register bit total from synthesis** 37
• **main flop type** sky130_fd_sc_hd__dfrtp_1
• **number of standard cells reported by yosys** 214
• **synthesized chip area reported by yosys** 0.00225 mm²
• **Main area contributors** sky130_fd_sc_hd__dfrtp_1 (41%), sky130_fd_sc_hd__ha_1 (8.9%), sky130_fd_sc_hd__nand3_1 (3.1%), sky130_fd_sc_hd__nand4_1 (3.1%), sky130_fd_sc_hd__nor2b_1 (3.1%)
• **count of cell types in the netlist** 52
• **cells after synthesis** 214
• **number of enable-type register cells in the synthesized netlist** 0
• **Post-Synthesis Mean Instance Area** 10.5 µm²
• **fraction of registers with async set or reset after synthesis** 1.00

Worst setup path
• **flop-to-flop setup slack** 0.18 ns
• **type of the setup path with the least slack** reg2reg
• **Data arrival, critical path** 3.16 ns
• **Worst Setup End Kind** flop
• **Critical Path Fanout Max** 6
• **required time worst endpoint** 3.34 ns
• **Worst setup SP type** flop

Drt
• **diode count** 0
• **post-route DRC violation count** 0
• **antenna-violating nets left** 0
• **total number of vias** 1595
• **wire length per cell** 12.1 µm
• **average via count per standard cell** 4.80
• **1st-pass router iterations** 4
• **final wirelength** 4030 µm
• **number of DRC markers in iteration 0** 66

Flow run
• **tool warnings** 34
• **Max-cap violations** 0

Clock tree
• **clock sink count** 37
• **register clock-pin slew on the reported worst setup and hold paths** 0.09 ns
• **CTS tree** yes

Outcome
• **result of the run** completed

Finish
• **post-synthesis to final-layout area growth** 15.4%
• **most frequent logic cells in the routed design** sky130_fd_sc_hd__dfrtp_1 (36), sky130_fd_sc_hd__nand3_1 (14), sky130_fd_sc_hd__ha_1 (14), sky130_fd_sc_hd__inv_1 (12), sky130_fd_sc_hd__nand2_1 (12)
• **layout cells sized above 1** 0.176
• **fill cell total of the finished layout** 732
• **most common cell after layout, fill and taps aside** sky130_fd_sc_hd__dfrtp_1
• **count of non-filler cells in the finished layout** 332

Hold path
• **path type of the worst min-delay path** in2async

power groups by stage:
stage | registers (mW) | clock network [mW] | logic (mW)
after CTS | 0.693 | 0.363 | 1.36
after global routing | 0.720 | 0.384 | 1.52
final | 0.696 | 0.349 | 1.36
routing by layer:
layer,track usage,part of all wire,vias to the layer above
met5,0,0,-
met4,0.0249,0.0084,0
met3,0.00946,0.020,6
met2,0.193,0.48,23
met1,0.170,0.50,751
li1,-,-,815
synth_stat cells (all sizes together) (2+ instances only):
master	number
nand3	14
nand2b	3
mux2i	2
nor4bb	2
nor4	4
a211o	3
mux2	5
dfrtp	37
nand4b	3
o211ai	4
nor2	10
nor3b	3
xor2	3
o21a	2
or3	5
nand2	12
a21o	5
xnor3	2
a211oi	2
o21ai	3
nor3	6
nand3b	3
nor2b	11
nand4	11
xnor2	2
buf	8
inv	14
ha	16
a21oi	3
flip-flops by register name (all words and copies together) (netlist names):
register and cells:
scanner.crt_data 9, scanner.read_data 8, scanner.read_state 4, key_down_state 2, key_left_state 2, key_ok_state 2, key_right_state 2, key_switch_state 2
key_up_state 2, scanner.ps2_clk_state 2, scanner.is_e0 1, scanner.is_f0 1
kinds of logic (layout without fill, tap and decap cells):
group | after synthesis | in the layout | share of synthesized area
xor+xnor | 7 | 7 | 0.0483
flops | 37 | 37 | 0.411
simple gates | 96 | 96 | 0.268
compound gates | 29 | 29 | 0.104
mux | 7 | 7 | 0.0339
buf+inv | 22 | 41 | 0.0450
fa+ha+maj | 16 | 16 | 0.0889
timing repair:
| action | 4_1_cts | 5_1_grt |
|---|---|---|
| gates resized | 0 | 6 |
| buffers inserted | 0 | 1 |
| hold buffers | 0 | 0 |
| setup endpoints to repair | 0 | 6 |
critical path, stage by stage (launching register included):
cell and delay, ns:
sky130_fd_sc_hd__dfrtp_2 0.44, sky130_fd_sc_hd__inv_4 0.09, sky130_fd_sc_hd__ha_2 0.19, sky130_fd_sc_hd__a21bo_2 0.24, sky130_fd_sc_hd__xor2_1 0.12, sky130_fd_sc_hd__and3_1 0.22
sky130_fd_sc_hd__inv_1 0.06, sky130_fd_sc_hd__ha_1 0.30, sky130_fd_sc_hd__or3_1 0.37, sky130_fd_sc_hd__or4_4 0.51, sky130_fd_sc_hd__o41ai_2 0.22, sky130_fd_sc_hd__o211ai_1 0.13
stage by stage:
step	cell area (µm²)	setup slack [ns]	util	hold WS, ns
final	2600	0.181	0.358	0.254
after CTS	2580	0.0338	0.356	0.261
after global placement	2480	0.108	0.342	0.352
after global routing	2600	0.00722	0.358	0.267
after floorplan	2250	0.0500	-	0.344
after detailed placement	2480	0.0776	0.342	0.355
final timing paths:
kind	start	to	cells past startpoint
min in group clk1	key_right_state[0]$_DFF_PN0_	key_right_state[1]$_DFF_PN0_	0
max in group asynchronous	rst	key_up_state[0]$_DFF_PN0_	2
worst min register to register	key_right_state[0]$_DFF_PN0_	key_right_state[1]$_DFF_PN0_	0
worst max register to register	scanner.read_state[1]$_DFFE_PN0P_	scanner.read_data[2]$_DFFE_PN0P_	11
worst min-delay path	rst	key_right_state[1]$_DFF_PN0_	1
min in group clk0	scanner.ps2_clk_state[0]$_DFF_PN0_	scanner.ps2_clk_state[1]$_DFF_PN0_	0
max in group clk1	scanner.crt_data[7]$_DFFE_PN0P_	key_switch_state[0]$_DFF_PN0_	2
worst max-delay path	scanner.read_state[1]$_DFFE_PN0P_	scanner.read_data[2]$_DFFE_PN0P_	11
area by class of cell:
| class | instances | area [µm²] | area share |
|---|---|---|---|
| multi-input cells | 155 | 1230 | 0.473 |
| flip-flops and latches | 37 | 927 | 0.357 |
| repair buffers | 19 | 160 | 0.0616 |
| well taps | 99 | 124 | 0.0476 |
| clock buffers | 7 | 96.3 | 0.0371 |
| inverters | 14 | 55.1 | 0.0212 |
| clock inverters | 1 | 7.51 | 0.00289 |
No activity file was given, so power comes from the tool's default toggle rates.
