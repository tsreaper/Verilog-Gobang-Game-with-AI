$ cat flow/design.v
`timescale 1ns / 1ps
module random_generator(
    input wire clk,                
    input wire rst,                
    input wire load,               
    input wire [31:0] seed,        
    output reg [31:0] rand_num     
    );
    always @ (posedge clk or negedge rst)
        if (!rst)
            rand_num <= 32'b0;
        else if (load)
            rand_num <= seed;
        else
            rand_num <= {rand_num[30:0],
                         rand_num[31] ^ rand_num[29] ^ rand_num[28] ^
                         rand_num[27] ^ rand_num[23] ^ rand_num[20] ^
                         rand_num[19] ^ rand_num[17] ^ rand_num[15] ^
                         rand_num[14] ^ rand_num[12] ^ rand_num[11] ^
                         rand_num[9]  ^ rand_num[4]  ^ rand_num[3]  ^
                         rand_num[2]};
endmodule
$ cat flow/run.sh
#!/bin/bash
# OpenROAD 26Q1-2900-gdf79404cd8, Yosys 0.63+post, stock flow scripts
make -C /OpenROAD-flow-scripts/flow DESIGN_CONFIG=/design/flow/config.mk WORK_HOME=/design/flow/orfs finish
$ cat flow/config.mk
export PLATFORM = sky130hd
export DESIGN_NAME = random_generator
export DESIGN_NICKNAME = random_generator
export VERILOG_FILES = /design/flow/design.v
export SDC_FILE = /design/flow/constraint.sdc
export NUM_CORES = 4
export LEC_CHECK = 1
export CORE_UTILIZATION = 30
$ cat flow/constraint.sdc
current_design random_generator

set clk_period 1.8
set clk_io_pct 0.2

create_clock -name clk0 -period $clk_period [get_ports {clk}]

set non_clock_inputs [all_inputs -no_clocks]
set_input_delay [expr $clk_period * $clk_io_pct] -clock clk0 $non_clock_inputs
set_output_delay [expr $clk_period * $clk_io_pct] -clock clk0 [all_outputs]
==> results.tsv <==
metric	value	unit
FA/HA/MAJ Cells, Area Fraction	0	
total track usage	0.1295	
Die H	68.11	um
aoi share	0	
Post CTS Setup Buffer Count	0	
Lkg Pwr	0.8506	nW
CTS clock-pin slew for the worst setup and hold paths	60	ps
Net Sw Frac	0.2202	
DP Area	0.002043	mm2
# Cells Yosys	83	
H-tree depth	2	
kind of critical path	flip-flop to output port	
Cell Type Count	7	
registers with the most flip-flops	rand_num (32)	
detailed-route DRC error count	0	
most numerous logic cells after layout	clkdlybuf4s50_1 (66), dfrtp_1 (32), mux2_2 (30)	
number of routed nets with antenna violations	0	
CP max-delay cell	clkdlybuf4s50_1	
stage-log warning count	25	
CORE AREA	0.004086	mm2
CTS resizes	0	
Syn Std Cell Area	0.001311	mm2
Largest stage delay, worst path	500	ps
Post-Syn Instances	83	
YS chip area	0.001311	mm2
simple share	0	
max_slew headroom	0.7322	
first-pass GRT wire length	4305	um
Final Cell Area	0.002133	mm2
final hold violations	0	
Arr. time, crit path	1170	ps
Slew @ Worst Pin	401.7	ps
total CTS buffers	5	
run status	complete, no violations	
Biggest register	rand_num	
port bufs	66	
Gate power share	0.268	
Rows	23	
Initial Util	0.3209	
DIE WIDTH	68.11	um
switching power total	0.4274	mW
CP Launch Type	flip-flop	
Seq cells post-synth	32	
VDD IR max	0.0004965	V
setup TNS	0	ps
worst path cell trace	clkdlybuf4s50_1	
IO Count	67	
Routability Congestion	0.6580	
sequential fraction of the synthesis area	0.6107	
max-slew violation count	0	
min cycle time layout	1534	ps
yosys warning tally	1	
Setup violations, final	0	
Peak Freq	651.9	MHz
number of global-route vias before repair	944	
Synth mux share	0.2748	
Max Root-Sink Buffers	2	
number of flip-flops in the largest register	32	
largest net degree at the start of global routing	33	
DR pass1 iterations	2	
yosys xor share	0.1002	
layout cells sized above 1	0.2452	
Clk Latency, worst-skew pair	280	ps
RSZ-0062 raised after global routing	false	
initial antenna violation count	0	
Pwr per Cell Area	909.7	mW/mm2
initial DRC count	27	
Layout area overhead	62.69	%
Top non-seq family	multiplexers	
wire length per cell	12.64	um
Max Cap Viol	0	
crit path DRT	1440	ps
Post-Route Skew	2.201	ps
Critical Path Sink Type	output port	
power share of the sequential group	0.450	
most numerous logic cell after layout	clkdlybuf4s50_1	
Die Size	0.004639	mm2
family with the most delay on the worst path	buffers and inverters	
Avg Vias per Cell	4.444	
CTS hold repair buffers	0	
detailed placement HPWL	1832	um
CTS Root Cell	clkbuf_8	
Vias	911	
Clock power frac	0.282	
Worst Path Buf+Inv	1	
P_int	1.513	mW
crit path max fanout	3	
diode count	0	
synthesized area per cell	15.80	um2
HP Class	primary input to asynchronous set/reset pin	
grt ovf	0	
WL final	2591	um
final worst-path cycle share	0.8521	
CTS tree	yes	
fill count	345	
clock sink count	32	
## synth_stat cells
library cell | n | share of area
xnor2_1 | 14 | 0.094
clkbuf_1 | 1 | 0.0029
mux2_2 | 30 | 0.26
mux2_1 | 2 | 0.017
dfrtp_1 | 32 | 0.61
xor2_1 | 1 | 0.0067
buf_2 | 3 | 0.011
## metal layers
metal	part of all wire	vias up	track usage	wire length [um]
li1	-	434	-	-
met1	0.43	427	0.1847	1106
met2	0.45	47	0.1961	1156
met3	0.12	3	0.05236	299
met4	0.011	0	0.01563	29
met5	0	-	0	0
## power by group through the flow
stage         registers (mW)  logic [mW]  clock network (mW)
CTS                    0.875       0.533               0.575
global route           0.889       0.574               0.603
finish                 0.873       0.520               0.548
## metrics by stage
step           utilization  worst slack (ps)  cells  power [mW]  hold slack, ps
2_1_floorplan            -             509.5     83       1.110           64.41
3_3_place_gp        0.5000             227.1    197       1.413           469.3
3_5_place_dp        0.5000             219.3    197       1.416           479.6
4_1_cts             0.5220             232.8    205       1.983           483.5
5_1_grt             0.5220             179.9    205       2.066           516.9
6_report            0.5220             266.1    205       1.941           480.0
## worst paths after layout
path / startpoint / endpoint / slack (ps) / cells after the start
worst min register to register: rand_num[1]$_DFF_PN0_ / rand_num[2]$_DFF_PN0_ / 480 / 1
worst max register to register: rand_num[15]$_DFF_PN0_ / rand_num[0]$_DFF_PN0_ / 390 / 5
worst max-delay path: rand_num[12]$_DFF_PN0_ / rand_num[12] / 270 / 1
min in group clk0: rand_num[1]$_DFF_PN0_ / rand_num[2]$_DFF_PN0_ / 480 / 1
max in group asynchronous: rst / rand_num[19]$_DFF_PN0_ / 1030 / 2
worst min-delay path: rst / rand_num[27]$_DFF_PN0_ / 480 / 2
## cells by family after synthesis
kind of cell / count (synthesis)
xor gates and xnor gates: 15
muxes: 32
buffers and inverters: 4
DFF: 32
## final cells by class
cell class	count	area, um2	share of cell area
Sequential cell	32	800.8	0.3754
Clock buffer	8	90.09	0.04223
Tap cell	50	62.56	0.02933
Multi-Input combinational cell	47	491.7	0.2305
Timing Repair Buffer	68	688.2	0.3226
## worst reg2reg max path, delay by kind of cell (launching register included)
kind / cells / cell delay (ps)
XOR/XNOR: 4 / 630
flip-flops: 1 / 410
multiplexers: 1 / 260
Power and IR drop assume default switching activity.
